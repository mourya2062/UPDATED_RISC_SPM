### /design/flow/design.v
module Address_Register (data_out, data_in, load, clk, rst);
  parameter word_size = 8;
  output [word_size-1: 0] 	data_out			;
  input 	[word_size-1: 0] 	data_in			;
  input 							load, clk, rst	;
  reg 	[word_size-1: 0]	data_out			;
  always @ (posedge clk or negedge rst)
   if (rst == 0) 
		data_out <= 0			; 
	else if (load) 
		data_out <= data_in	;
endmodule 
module Alu_RISC (alu_mul_done_flag,alu_overflow_flag,alu_zero_flag, alu_out,mul_LSB_byte,mul_MSB_byte, data_1, data_2, sel,clk);
  parameter word_size = 8;
  parameter op_size = 4;
  parameter NOP 	= 4'b0000							;
  parameter ADD 	= 4'b0001							;
  parameter SUB 	= 4'b0010							;
  parameter AND 	= 4'b0011							;
  parameter NOT 	= 4'b0100							;
  parameter RD  	= 4'b0101							;
  parameter WR		= 4'b0110							;
  parameter BR		= 4'b0111							;
  parameter BRZ 	= 4'b1000							;
  parameter BRO 	= 4'b1001							;
  parameter MUL 	= 4'b1010							;
  output 						alu_overflow_flag		;
  output 						alu_zero_flag			;
  output 						alu_mul_done_flag		;
  output 	[word_size-1: 0] 	alu_out					;
  output 	[word_size-1: 0] 	mul_LSB_byte			;
  output 	[word_size-1: 0] 	mul_MSB_byte			;
  input 	[word_size-1: 0] 	data_1, data_2			;
  input 	[op_size-1: 0] 		sel						;
  input     					clk						;
  reg 		[word_size-1: 0]	alu_out					;
  reg 		[word_size-1: 0]	Multiplicand			;
  reg 		[word_size-1: 0]	Multiplier				;
  reg 							Reset					;
  reg 							Reset1					;
  reg 							Reset2					;
  reg 							Reset3					;
  wire							mul_done				;
  reg							mul_en					;
  reg 							mul_en_del				;
  wire							mul_en_rsg				;
  wire          [(2*word_size)-1: 0]    		Product					;
  reg                                   check_mul_flag;
  assign  alu_zero_flag = ~|alu_out;
 assign  alu_overflow_flag	=	(data_1[word_size - 1] & data_2[word_size - 1] & ~alu_out[word_size - 1])|(~data_1[word_size - 1] & ~data_2[word_size - 1] & alu_out[word_size - 1])	;
 assign alu_mul_done_flag	=	mul_done	;
 initial
 begin
	check_mul_flag  <=	1'b1	;
	mul_en			<=	1'b0	;
end 
	always @ (sel or data_1 or data_2) 
	begin  
		 case  (sel)
		  NOP:	alu_out = 0;
		  ADD:	alu_out = data_1 + data_2;   
		  SUB:	alu_out = data_2 - data_1;
		  AND:	alu_out = data_1 & data_2;
		  NOT:	alu_out = ~ data_2;	  
		  MUL:	mul_en = 1	;
		  default: 	alu_out = 0	;
		endcase 
	end	 
	always @(posedge clk)
	begin
		Reset1		<=	Reset	;
		Reset2		<=	Reset1	;
		Reset3		<=	Reset2	;
		mul_en_del	<=	mul_en	;
	end 
	assign mul_en_rsg	= mul_en & ~(mul_en_del)	;
	always @(posedge clk)
	begin
		if(mul_en_rsg == 1'b1 && check_mul_flag == 1'b1)
		begin
			Reset 			<= 	1'b1 	;
			check_mul_flag 	<=	1'b0	;
		end
		else if(mul_done == 1'b1)
		begin
			check_mul_flag 	<=	1'b1	;
			Reset 			<= 	1'b0 	;
		end
		else
			Reset 			<= 	1'b0 	;
	end 
	assign mul_LSB_byte	=	Product[7:0]	;
	assign mul_MSB_byte	=	Product[15:8]	;
	Eight_Bit_Multiplier_RISC MULTIPLIER
	(
		 .Clock(clk)													,
		 .Reset(Reset)													,
		 .Multiplicand(data_1)											,                             
		 .Multiplier(data_2)											, 
		 .Product(Product)												,
		 .mul_done(mul_done)														
	);  
endmodule
module D_flop (data_out, data_in, load, clk, rst);
  output 		data_out;
  input 		data_in;
  input 		load;
  input 		clk, rst;
  reg 		data_out;
  always @ (posedge clk or negedge rst)
	if (rst == 0) 
		data_out <= 0			; 
	else if (load == 1)
		data_out <= data_in	;
endmodule 
module Eight_Bit_Multiplier_RISC 
	(
		input 				Clock										, 
		input 				Reset										,		
		input  	[7:0] 		Multiplicand								,
		input  	[7:0] 		Multiplier									,        
		output 	[15:0] 		Product										,
		output 				mul_done										
	);
	reg 	[7:0]  	RegQ   												;       
	reg 	[16:0]	RegA												;       
	reg 	[16:0] 	RegM												;       
	reg 	[2:0] 	Count												;       
	wire 	C0, Start, Add, Shift, sub, sub_flag						;
	assign 	Product = {RegA[7:0],RegQ}									;		
	always @(posedge Clock)
	if (Start == 1) 
		Count <= 3'b00													;        
	else if (Shift == 1) 
		Count <= Count + 1												;  		 
	assign C0 			= Count[2] & Count[1] & Count[0]				;      	 
	always @(posedge Clock)
		if (Start == 1) 
				RegM <= {{8{Multiplicand[7]}},Multiplicand}				;
	always @(posedge Clock)
	if (Start == 1)  
			RegQ <= Multiplier											;      
	else if (Shift == 1) 
		RegQ <= {RegA[0],RegQ[7:1]}										;  	 
	always @(posedge Clock)
	if (Start == 1)
			RegA	<=	16'd0											;
	else if(sub == 1)
		RegA	<=	RegA - RegM											;		 
	else if (Add == 1)  
		RegA <= RegA + RegM												;    	 
	else if(Shift == 1)							 								 
		RegA	<= RegA >> 1											;
	MultControl Ctrl
	(
		 .Clock(Clock)													,
		 .Reset(Reset)													,
		 .Q0(RegQ[0])													,                             
		 .C0(C0)														, 
		 .Start(Start)													,
		 .Add(Add)														,
		 .sub(sub)														,
		 .Shift(Shift)													,
		 .Halt(mul_done)										
	);  
endmodule 
module Instruction_Register (data_out, data_in, load, clk, rst);
  parameter word_size = 8;
  output [word_size-1: 0] 	data_out		;
  input 	[word_size-1: 0] 	data_in		;
  input 							load			;
  input 							clk, rst		;
  reg 	[word_size-1: 0]	data_out		;
  always @ (posedge clk or negedge rst)
   if (rst == 0) 
		data_out <= 0			; 
	else if (load) 
		data_out <= data_in	; 
endmodule 
module MultControl 
	(
		input Clock, Reset, Q0, C0,                
		output Start, Add,sub, Shift, Halt			 
	);  
	reg [5:0] state;                					 
	parameter StartS=6'b000001, TestS=6'b000010, AddS=6'b000100, ShiftS=6'b001000, HaltS=6'b010000,subS=6'b100000	;
	always @(posedge Clock, posedge Reset)
	if (Reset==1) 
		state <= StartS		; 				 
	else 											 
	case (state)          
	StartS:  
			state <= TestS		;       		 
	TestS:   
		if (Q0 == 1 && C0 == 1) 
			state <= subS		;
		else if(Q0 == 1)
			state <= AddS		; 				 
		else 
			state <= ShiftS	; 				 
	AddS:  
			state <= ShiftS	;          	 
	subS:
			state <= ShiftS	;          	 
	ShiftS:   
		if (C0) 
			state <= HaltS		;  			 
		else 
			state <= TestS		; 				 
	HaltS:  
			state <= HaltS		; 				 
	endcase
	assign Start 	= state[0]	;       
	assign Add  	= state[2]	;       
	assign Shift 	= state[3]	;       
	assign Halt  	= state[4]	;       
	assign sub	 	= state[5] 	;
endmodule 
module Multiplexer_5ch (mux_out, data_a, data_b, data_c, data_d, data_e, sel);
  parameter word_size = 8;
  output [word_size-1: 0] 	mux_out											;
  input 	[word_size-1: 0] 	data_a, data_b, data_c, data_d, data_e	;
  input 	[2: 0] 				sel												;
  assign  mux_out = (sel == 0) 	? data_a: (sel == 1) 
? data_b : (sel == 2) 
? data_c: (sel == 3) 
? data_d : (sel == 4) 
? data_e : 'bx; 
endmodule 
module Processing_Unit (instruction, Zflag,ovflag, mdflag,address, Bus_1, mem_word, Load_R0, Load_R1, Load_R2, 
  Load_R3, Load_PC, Inc_PC, Sel_Bus_1_Mux, Load_IR, Load_Add_R, Load_Reg_Y, Load_Reg_Z, Load_Reg_ov,Load_Reg_md,
  Sel_Bus_2_Mux, clk, rst);
  parameter word_size = 8;
  parameter op_size = 4;
  parameter Sel1_size = 3;
  parameter Sel2_size = 3;
  output [word_size-1: 0] 	instruction, address, Bus_1															;
  output 					mdflag																				;
  output 					ovflag																				;
  output 					Zflag																				;
  input [word_size-1: 0]  	mem_word																			;
  input 					Load_R0, Load_R1, Load_R2, Load_R3, Load_PC, Inc_PC									;
  input [Sel1_size-1: 0] 	Sel_Bus_1_Mux																		;
  input [Sel2_size-1: 0] 	Sel_Bus_2_Mux																		;
  input 					Load_IR, Load_Add_R, Load_Reg_Y, Load_Reg_Z	,Load_Reg_ov,Load_Reg_md				;
  input 					clk, rst																			;
  wire						Load_R0, Load_R1, Load_R2, Load_R3													;
  wire [word_size-1: 0] 	Bus_2																				;
  wire [word_size-1: 0] 	R0_out, R1_out, R2_out, R3_out														;
  wire [word_size-1: 0] 	PC_count, Y_value, alu_out,mul_LSB_byte,mul_MSB_byte								;
  wire 						alu_zero_flag																		;
  wire 						alu_overflow_flag																	;
  wire 						alu_mul_done_flag																	;
  wire [op_size-1 : 0] 		opcode = instruction [word_size-1: word_size-op_size]								;
  Register_Unit 		R0 	(R0_out, Bus_2, Load_R0, clk, rst)													;
  Register_Unit 		R1 	(R1_out, Bus_2, Load_R1, clk, rst)													;
  Register_Unit 		R2 	(R2_out, Bus_2, Load_R2, clk, rst)													;
  Register_Unit 		R3 	(R3_out, Bus_2, Load_R3, clk, rst)													;
  Register_Unit 		Reg_Y (Y_value, Bus_2, Load_Reg_Y, clk, rst)											;
  D_flop 				Reg_md 	(mdflag, alu_mul_done_flag, Load_Reg_md, clk, rst)								;
  D_flop 				Reg_ov 	(ovflag, alu_overflow_flag, Load_Reg_ov, clk, rst)								;
  D_flop 				Reg_Z 	(Zflag, alu_zero_flag, Load_Reg_Z, clk, rst)									;
  Address_Register 		Add_R	(address, Bus_2, Load_Add_R, clk, rst)											;
  Instruction_Register	IR		(instruction, Bus_2, Load_IR, clk, rst)											;
  Program_Counter 		PC		(PC_count, Bus_2, Load_PC, Inc_PC, clk, rst)									;
  Multiplexer_5ch 		Mux_1 (Bus_1, R0_out, R1_out, R2_out, R3_out, PC_count, Sel_Bus_1_Mux)					;
  Multiplexer_5ch 		Mux_2	(Bus_2, alu_out, Bus_1, mem_word,mul_LSB_byte,mul_MSB_byte, Sel_Bus_2_Mux)		;
  Alu_RISC 				ALU	(alu_mul_done_flag,alu_overflow_flag,alu_zero_flag, alu_out,mul_LSB_byte,mul_MSB_byte, Y_value, Bus_1, opcode,clk)			;
endmodule 
module Program_Counter (count, data_in, Load_PC, Inc_PC, clk, rst);
  parameter word_size = 8;
  output [word_size-1: 0] 	count					;
  input 	[word_size-1: 0] 	data_in				;
  input 							Load_PC, Inc_PC	;
  input 							clk, rst				;
  reg 	[word_size-1: 0]	count					;
  always @ (posedge clk or negedge rst)
    if (rst == 0) 
		count <= 0; 
	else if (Load_PC) 
		count <= data_in; 
	else if  (Inc_PC) 
		count <= count +1;
endmodule 
module Register_Unit (data_out, data_in, load, clk, rst);
  parameter 		word_size = 8;
  output [word_size-1: 0] 	data_out	;
  input 	[word_size-1: 0] 	data_in	;
  input 							load		;
  input 							clk, rst	;
  reg 	[word_size-1: 0]	data_out	;
  always @ (posedge clk or negedge rst)
    if (rst == 0) 
		data_out <= 0			; 
	 else if (load) 
		data_out <= data_in	;
endmodule 
### /design/flow/run.sh
#!/bin/bash
# OpenROAD 26Q1-2900-gdf79404cd8, Yosys 0.63+post, stock flow scripts
make -C /OpenROAD-flow-scripts/flow DESIGN_CONFIG=/design/flow/config.mk WORK_HOME=/design/flow/orfs finish
### /design/flow/config.mk
export PLATFORM = sky130hd
export DESIGN_NAME = Processing_Unit
export DESIGN_NICKNAME = Processing_Unit
export VERILOG_FILES = /design/flow/design.v
export SDC_FILE = /design/flow/constraint.sdc
export NUM_CORES = 4
export LEC_CHECK = 1
export CORE_UTILIZATION = 40
### /design/flow/constraint.sdc
current_design Processing_Unit

set clk_period 5.9
set clk_io_pct 0.2

create_clock -name clk0 -period $clk_period [get_ports {clk}]

set non_clock_inputs [all_inputs -no_clocks]
set_input_delay [expr $clk_period * $clk_io_pct] -clock clk0 $non_clock_inputs
set_output_delay [expr $clk_period * $clk_io_pct] -clock clk0 [all_outputs]
==> flow_metrics.tcl <==
# metrics dict for downstream scripts
set metrics [dict create \
    status "completed" \
    antenna_cells 0 \
    tightest_slew_ns 0.803 \
    max_freq_ghz 0.208 \
    r2r_start "ALU.MULTIPLIER.RegM[7]" \
    cts_tree "built" \
    rrSetupSlack_ns 2.69 \
    crit_required_ns 4.72 \
    vdd_drop_max_mv 0.204 \
    power_density_mw_per_mm2 239 \
    finalWirelength_um 19500 \
    warning_count 43 \
    synth-edff-count 16 \
    cts_resized 0 \
    postCtsSetupRepairBufs 0 \
    hold_class "register to asynchronous set/reset pin" \
    final_area_sq_mm 0.00853 \
    ant_nets 0 \
    untimed_endpoints 9 \
    drv_cap 0 \
    io_pins 55 \
    drt_iter0_drc 319 \
    flop_area_sq_mm 0.00290 \
    synth_top_flop_cell "dfrtp_1" \
    finalCriticalPeriod_ns 4.82 \
    grt_pass1_wl_um 31800 \
    fillers 1686 \
    core-area_sq_mm 0.0182 \
    yosysWarnings 8 \
    power_mw 2.03 \
    vias_per_cell 5.67 \
    dr.pass1.iters 5 \
    die_w_um 139 \
    hpwl_um 14300 \
    drc 0 \
    dp_slack_ns 1.09 \
    num_vias 5986 \
    cts_hold_buf 0 \
    cts_buffers 9 \
    place_area_sq_mm 0.00820 \
    grt_pass1_vias 5795 \
    slew_headroom 0.464 \
    antenna_found_initial 0 \
    rsz0062_at_grt "no" \
    async_flop_share 0.603 \
    clk_path_buf_depth 2 \
    grt_max_degree 50 \
    critical_path.startpoint_type "input port" \
    layout-drive-gt1-share 0.104 \
    ys_types 73 \
    fp-row-count 49 \
    dp.cells 1039 \
    synth_flops 121 \
    period_used_share 0.817 \
    skew_ns 0.0165 \
    path_clk_slew_ns 0.09 \
    arrival_ns 3.64 \
    syn_inst 796 \
    final-setup-viol-count 0 \
    maxSlewViolCount 0 \
    reg2regPathDepth 8 \
    setup_ws_ns 1.08 \
    area.combinational_sq_mm 0.00429 \
    ys_cells 796 \
    cts-root-buf "clkbuf_16" \
    syn_area_sq_mm 0.00753 \
    worstSetupEndpointType "primary output" \
    clkLatencyLatePin_ns 0.37 \
    gp_congestion 0.893 \
    unclocked_pins 9 \
    overflow 0 \
    htree_levels 3 \
    hold_viol 0 \
    reg2reg_to "ALU.MULTIPLIER.RegA[15]" \
    grt_use_total 0.218 \
    finalNonFillerCells 1055 \
    dieArea_sq_mm 0.0194 \
    post_drt_wl_per_cell_um 18.5 \
    crit_type "input port to primary output" \
    setup_tns_ns 0 \
    port_buffers 54 \
    fp.dieH_um 139 \
    critPathMaxFanout 9 \
    avgSynthCellArea_sq_um 9.46 \
    fp_util 0.414 \
    yosys_area_sq_mm 0.00753 \
    p_leak_nw 3.53 \
    synthToLayoutAreaGrowth_pct 13.2 \
]
[how the worst max path moves through the flow]
| stage | start | to | slack, ns |
|---|---|---|---|
| finish | Sel_Bus_1_Mux[0] | Bus_1[1] | 1.08 |
| global route | Sel_Bus_1_Mux[0] | Bus_1[1] | 1.0 |
| CTS | Sel_Bus_1_Mux[0] | Bus_1[1] | 1.09 |
[layout by cell type (no fill, tap or decap), types with 4 or more instances in the layout]
| cell | n |
|---|---|
| dfrtp_1 | 72 |
| or2_2 | 5 |
| a211oi_1 | 12 |
| a21o_1 | 7 |
| nand2_1 | 30 |
| o22ai_1 | 8 |
| xnor2_1 | 26 |
| o31ai_1 | 5 |
| mux2_2 | 32 |
| or3_1 | 4 |
| xor2_1 | 12 |
| o221ai_1 | 11 |
| dlxtp_1 | 8 |
| o21ai_0 | 33 |
| ha_1 | 44 |
| nand3_1 | 12 |
| mux2i_1 | 18 |
| edfxtp_1 | 16 |
| nor4_1 | 9 |
| nand4_1 | 7 |
| clkdlybuf4s50_1 | 53 |
| o211ai_1 | 8 |
| mux4_1 | 4 |
| a21oi_1 | 78 |
| mux2_4 | 8 |
| dfxtp_1 | 23 |
| o21a_1 | 10 |
| nor2b_1 | 13 |
| a31oi_1 | 11 |
| nor2_1 | 112 |
| nor3_1 | 13 |
| and3_1 | 4 |
| buf_4 | 5 |
| clkbuf_16 | 9 |
| mux4_2 | 8 |
| inv_1 | 38 |
| nand2b_1 | 6 |
[cell type report]
type	instances	share of cell area
clock inverter	7	0.0116
timing repair buffer	59	0.0672
sequential	121	0.341
multi-input combinational	591	0.503
clock buffer	9	0.0264
inverter	39	0.0172
tap	229	0.0336
[stage by stage]
step / utilization / hold WS (ns)
CTS: 0.468 / 0.111
floorplan: - / 0.0722
global placement: 0.450 / 0.100
detailed placement: 0.450 / 0.103
finish: 0.468 / 0.104
global route: 0.468 / 0.126
[flip-flops by register name (all words and copies together) (netlist names), 3 cells and up]
name and cells:
ALU.MULTIPLIER.Count 3, ALU.MULTIPLIER.Ctrl.state 6, ALU.MULTIPLIER.RegA 17, ALU.MULTIPLIER.RegM 8, ALU.MULTIPLIER.RegQ 8, ALU.alu_out 8
Add_R.data_out 8, IR.data_out 8, PC.count 8, R0.data_out 8, R1.data_out 8, R2.data_out 8
R3.data_out 8, Reg_Y.data_out 8
[cell usage after synthesis (7+ instances only)]
library cell / instances / area share
mux2_2: 32 / 0.048
nand3_1: 12 / 0.0080
ha_1: 44 / 0.073
o21a_1: 10 / 0.010
nand2_1: 30 / 0.015
mux2_4: 8 / 0.016
xor2_1: 12 / 0.014
mux4_2: 8 / 0.024
dlxtp_1: 8 / 0.016
o221ai_1: 11 / 0.013
o211ai_1: 8 / 0.0080
o21ai_0: 33 / 0.022
nor2_1: 112 / 0.056
nor2b_1: 13 / 0.011
nor4_1: 9 / 0.0075
a21oi_1: 78 / 0.052
a21o_1: 7 / 0.0070
a211oi_1: 12 / 0.012
nor3_1: 13 / 0.0086
clkbuf_1: 36 / 0.018
dfrtp_1: 72 / 0.24
xnor2_1: 26 / 0.030
edfxtp_1: 16 / 0.064
mux2i_1: 18 / 0.024
nand4_1: 7 / 0.0058
a31oi_1: 11 / 0.0091
dfxtp_1: 23 / 0.061
o22ai_1: 8 / 0.0066
inv_1: 38 / 0.019
[critical path, stage by stage]
cell and delay (ns):
clkdlybuf4s50_1 0.83, mux2i_1 0.29, nor2_1 0.06, a221oi_1 0.57, inv_1 0.25, clkdlybuf4s50_1 0.46
[routing by layer]
metal / GRT usage / vias to the layer above / share of wire
met5: 0 / - / 0
met4: 0.0345 / 0 / 0.014
met3: 0.0468 / 24 / 0.063
met2: 0.348 / 160 / 0.47
met1: 0.320 / 2859 / 0.45
li1: - / 2943 / -
[power breakdown]
| group | switching, mW | leakage, nW | total [mW] | internal (mW) |
|---|---|---|---|---|
| Combinational | 0.204 | 2.13 | 0.438 | 0.234 |
| Clock | 0.351 | 0.157 | 0.666 | 0.315 |
| Sequential | 0.0675 | 1.25 | 0.930 | 0.863 |
[cells by family after synthesis]
group                      synth area share
and+or+nand+nor                       0.140
buffers and inverters                0.0442
muxes                                 0.130
adders and majority gates            0.0811
xor gates and xnor gates             0.0442
DFF                                   0.368
other                              0.000498
AOI/OAI and AO/OA                     0.174
latches                              0.0179
Power and IR drop assume default switching activity.
