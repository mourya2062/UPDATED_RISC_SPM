<file path="config.mk">
export PLATFORM = sky130hd
export DESIGN_NAME = Multiplexer_3ch
export DESIGN_NICKNAME = Multiplexer_3ch
export VERILOG_FILES = /design/flow/design.v
export SDC_FILE = /design/flow/constraint.sdc
export NUM_CORES = 4
export LEC_CHECK = 1
export CORE_AREA = 10 10 70 70
export DIE_AREA = 0 0 80 80
</file>
<file path="constraint.sdc">
current_design Multiplexer_3ch

set clk_period 1.3
set clk_io_pct 0.2

create_clock -name clk0 -period $clk_period

set non_clock_inputs [all_inputs -no_clocks]
set_input_delay [expr $clk_period * $clk_io_pct] -clock clk0 $non_clock_inputs
set_output_delay [expr $clk_period * $clk_io_pct] -clock clk0 [all_outputs]
</file>
<file path="design.v">
module Multiplexer_3ch (mux_out, data_a, data_b, data_c, sel);
  parameter 	word_size = 8;
  output 		[word_size-1: 0]	 mux_out;
  input 		[word_size-1: 0] 	data_a, data_b, data_c;
  input 		[1: 0] sel;
  assign  mux_out = (sel == 0) ? data_a: (sel == 1) ? data_b : (sel == 2) ? data_c: 'bx;
endmodule 
</file>
<file path="run.sh">
#!/bin/bash
# OpenROAD 26Q1-2900-gdf79404cd8, Yosys 0.63+post, stock flow scripts
make -C /OpenROAD-flow-scripts/flow DESIGN_CONFIG=/design/flow/config.mk WORK_HOME=/design/flow/orfs finish
</file>
==> job_summary.md <==
### Flow metrics

| Metric | Value |
|---|---|
| Area leader, netlist | `mux2i_1` |
| Ys cells | `26` |
| Final Wtd Congestion | `around 0.8` |
| Maxcap violations | `0` |
| Post-route worst setup slack | `0.02869 ns` |
| Core Area | `about 0.0034 mm²` |
| Cell variety after synth | `4` |
| Worst setup endpoint | `mux_out[1]` |
| Routed vias | `between 300 and 400` |
| Final Cycle Share | `97.79%` |
| Final setup vio count | `0` |
| Tool warnings | `33` |
| Max_slew headroom | `about nine tenths` |
| Worst VDD drop | `approximately 0.028 mV` |
| Filler cell count | `~390` |
| Reg power frac | `0%` |
| Die W | `roughly 80 µm` |
| Sequential Area | `0 µm²` |
| Mapped cell area | `between 150 and 200 µm²` |
| Power per cell area | `between 200 and 300 mW/mm²` |
| Comb power frac | `100.0%` |
| Met3 Resource Use GR | `approximately 1.4%` |
| Hold WC Path Type | `input port to output pin` |
| Met2 GRT Util | `under 10%` |
| Vias in the first global route | `325` |
| Lkg Pwr | `0.3035 nW` |
| Sw Pwr | `about 0.000046 W` |
| First-pass GRT wire length | `around 1700 µm` |
| All-Layer GR Usage | `~3.3%` |
| DRC Markers | `0` |
| WP data arrival | `just over 1 ns` |
| Largest type area fraction | `46.38%` |
| P&R area growth vs syn | `251.4%` |
| Tightest Pin Transition | `about 0.14 ns` |
| CP startpoint kind | `input port` |
| Final wirelength | `roughly 1200 µm` |
| DRT antenna net count | `0` |
| Top area cell types | `mux2i_1 (46%), o21ai_1 (23%), nand2_1 (17%)` |
| Fa+ha+maj area frac | `0%` |
| Pins over their slew limit | `0` |
| Ports | `34` |
| Initial antenna violation count | `0` |
| WL per Instance | `10.89 µm` |
| Min-delay src | `data_a[3]` |
| Met1 usage | `under 10%` |
| I/O Buffers | `34` |
| Clock Power Share | `0%` |
| Yosys synthesis chip area | `around 170 µm²` |
| Tmin final | `1.271 ns` |
| Mux share | `between 40% and 50%` |
| Syn. warnings | `0` |
| XOR Share, Synth | `0%` |
| Final Util | `17.77%` |
| Switch share | `between 20% and 30%` |
| Int Pwr | `approximately 0.00012 W` |
| Initial core utilization | `5.055%` |
| ANT cells | `0` |
| Worst Setup SP | `data_b[1]` |
| Hold Buf Count CTS | `0` |
| Dominant comb cell | `multiplexers` |
| RSZ-0062 raised after global routing | `no` |
| Fmax | `786.6 MHz` |
| Grt ovf | `0` |
| CLK BUF | `0` |
| Crit path kind | `input port to output pin` |
| DPL Wire Length | `~1000 µm` |
| Flip-flops | `0` |
| Vias per inst | `between 3 and 4` |
| Die Y | `80 µm` |
| Outcome | `complete, no violations` |
| Simple Share, Synth | `around 17%` |
| Synth cell count leaders | `mux2i_1 (8), nand2_1 (8), o21ai_1 (8)` |
| Total Negative Setup Slacks | `0 ns` |
| Post-synth seq share | `0%` |
| Logic cell area | `around 150 µm²` |
| Yosys aoi share | `roughly 23%` |
| Dpl ws | `-0.5656 ns` |
| Largest net degree at the start of global routing | `8` |
| Die Size | `0.006400 mm²` |
| Final hold viol count | `0` |
| TritonRoute pass-1 iters | `2` |
| Row Count | `21` |
| Crit-path max FO | `1` |
| Avg Inst Size Synth | `6.641 µm²` |
| Syn Inst Count | `26` |
| GR peak layer | `met2` |
| 1st-iter DRT viols | `1` |
| Share of cells above drive strength 1 | `26.87%` |
| CP required | `~1.0 ns` |
| Endpoint class of the critical path | `output pin` |
how the worst min path moves through the flow:
stage,end,depth (start not counted)
final,mux_out[3],4
after CTS,mux_out[6],5
after global routing,mux_out[3],4
power groups by stage:
stage	Clock, W	Sequential, W	Combinational, W
after CTS	0	0	0.000173
after global routing	0	0	0.000181
final	0	0	0.000166
layout make-up:
cell class	count	area share, %
multi-input cells	24	24.74
repair buffers	43	65.77
well taps	46	9.485
what timing repair did:
| item | in CTS | in global routing |
|---|---|---|
| pin swaps | 6 | 4 |
| buffers inserted | 5 | 0 |
| setup endpoints to repair | 8 | 5 |
| cloned | 1 | 0 |
| gates resized | 31 | 5 |
kinds of logic after synthesis:
family | count (synthesis)
buffers and inverters | 2
muxes | 8
and+or+nand+nor | 8
AOI/OAI and AO/OA | 8
critical path, cell delays in order:
cell and delay [ns]:
clkdlybuf4s50_1 0.45, mux2i_1 0.06, o21ai_1 0.13, buf_2 0.11
metal layers:
layer / part of all wire (%) / wire (µm) / vias to the layer above
met4: 0 / 0 / 0
met5: 0 / 0 / -
met1: 47 / 584 / 143
li1: - / - / 175
met3: 13 / 164 / 0
met2: 39 / 482 / 23
layout by cell type (no fill, tap or decap), drive strengths merged:
cell           netlist  final
buf                  2     17
clkbuf               0      1
o21ai                8      8
clkdlybuf4s50        0     19
mux2i                8      8
dlygate4sd2          0      2
nand2                8      8
dlymetal6s2s         0      4
stage by stage:
stage               hold slack (ns)    power, W  cell area, µm²  cells
floorplan                    0.5506  0.00003999           172.7     26
global placement              1.430   0.0001718           583.1    107
detailed placement            1.437   0.0001742           583.1    107
CTS                           1.024   0.0001726           601.8    113
global route                 0.9214   0.0001805           606.8    113
finish                       0.8726   0.0001664           606.8    113
Power is estimated from default activity; no workload was simulated.
