===== flow/config.mk =====
export PLATFORM = sky130hd
export DESIGN_NAME = Memory_Unit
export DESIGN_NICKNAME = Memory_Unit
export VERILOG_FILES = /design/flow/design.v
export SDC_FILE = /design/flow/constraint.sdc
export NUM_CORES = 4
export LEC_CHECK = 1
export CORE_UTILIZATION = 30

===== flow/constraint.sdc =====
current_design Memory_Unit

set clk_period 17.5
set clk_io_pct 0.2

create_clock -name clk0 -period $clk_period [get_ports {clk}]

set non_clock_inputs [all_inputs -no_clocks]
set_input_delay [expr $clk_period * $clk_io_pct] -clock clk0 $non_clock_inputs
set_output_delay [expr $clk_period * $clk_io_pct] -clock clk0 [all_outputs]

===== flow/design.v =====
module Memory_Unit (data_out, data_in, address, clk, write);
  parameter word_size = 8;
  parameter memory_size = 256;
  output [word_size-1: 0] data_out;
  input [word_size-1: 0] data_in;
  input [word_size-1: 0] address;
  input clk, write;
  reg [word_size-1: 0] memory [memory_size-1: 0];
  assign data_out = memory[address];
  always @ (posedge clk)
    if (write) memory[address] = data_in;
endmodule 

===== flow/run.sh =====
#!/bin/bash
# OpenROAD 26Q1-2900-gdf79404cd8, Yosys 0.63+post, stock flow scripts
make -C /OpenROAD-flow-scripts/flow DESIGN_CONFIG=/design/flow/config.mk WORK_HOME=/design/flow/orfs finish

==> results_dict.tcl <==
# collected from the flow reports
set metrics [dict create \
    status "finished, final reports clean" \
    design_area_um2 89800 \
    combPwrFrac_pct 4.5 \
    ys_seq_share_pct 78.5 \
    p_leak_nw 26.8 \
    arrival_ns 9.22 \
    ys.flops 2048 \
    dpl_worst_slack_ns 4.62 \
    syn_to_final_growth_pct 14.7 \
    post_cts_buffers 0 \
    rsz0062_at_grt "false" \
    cts-root-buf "clkbuf_16" \
    cts_max_path_buffers 3 \
    drc 0 \
    cts_tree "yes" \
    final_common_cell "edfxtp_1" \
    placed_area_um2 83300 \
    synth_cells 3539 \
    drive_gt1_share_pct 25.8 \
    openroad.warnings 34 \
    slew_violations 0 \
    clock.fmax_mhz 78.6 \
    die_x_um 513 \
    wirelength_um 189000 \
    setup-tns-final_ns 0 \
    largest_register_ffs 2048 \
    synth_area_per_cell_um2 22.1 \
    setup.worst_path.end_class "output pin" \
    postCtsResizedCells 0 \
    antenna_left 0 \
    hold-worst-slack_ns 3.12 \
    power.density_nw_per_um2 113 \
    intPower_w 0.00796 \
    ys_cells 3539 \
    hold_viol 0 \
    clk_pin_slew_ns 0.06 \
    cp.required_ns 14.00 \
    crit_chain "buf_8 > buf_12 > buf_12 > buf_4 > mux4_2 > a22oi_1 > a21oi_1 > o41ai_1 > buf_4 > nand4_1 > clkdlybuf4s50_1" \
    seqPwrFrac_pct 53.5 \
    layout.cells.most_common_list "edfxtp_1, mux4_2, a22oi_1" \
    ir_drop_uv 85.7 \
    fillerInstances 23671 \
    period_needed_ns 12.72 \
    die_h_um 513 \
    power.total_w 0.0101 \
    worst_pin_slew_ns 1.23 \
    io_pins 26 \
    finalClockPeriodUsage_pct 72.7 \
    wire_per_inst_um 26.0 \
    grt_pass1_wl_um 278000 \
    drt_first_pass_iters 5 \
    ctsHtreeMaxLevel 4 \
    finalSetupViolations 0 \
    syn-cell-area_um2 78300 \
    cts_sinks 2048 \
    ys_types 21 \
    switching_power_w 0.00215 \
    num_rows 187 \
    vias 36873 \
    drt_iter0_drc 2601 \
    hp-class "in -> reg" \
    grt_usage_pct 15.5 \
    via_per_inst 5.06 \
    fp_util_pct 30.2 \
    cts_buffers 204 \
    grt_max_degree 125 \
    dieArea_um2 263000 \
    critPathLaunchType "input pin" \
    postCtsHoldBufs 0 \
    yosysWarnings 1 \
    gp_congestion 0.853 \
    crit_type "in -> out" \
    ys_area_um2 78300 \
    overflow 0 \
    maxSlewHeadroom_pct 17.2 \
    grt_pass1_vias 41345 \
    clkPwrFrac_pct 42.1 \
    crit_path_max_incr_delay_ns 1.11 \
    core_area_um2 260000 \
    port-buffer-count 25 \
    cp_slowest_cell "o41ai_1" \
    setup_ws_ns 4.78 \
    sw_frac_of_total_pct 21.3 \
    grt_antenna_before_repair 7 \
    dpl.hpwl_um 110000 \
    cp_max_fo 69 \
    drv_cap 0 \
]
through the flow:
step / cells / util, %
6_report: 7287 / 34.6
3_5_place_dp: 6908 / 32.1
5_1_grt: 7287 / 34.6
3_3_place_gp: 6908 / 32.1
4_1_cts: 7286 / 34.6
2_1_floorplan: 3539 / -
power by group through the flow:
stage	clock, W	combinational (W)	sequential, W
4_1_cts	0.00434	0.000461	0.00541
5_1_grt	0.00452	0.000487	0.00541
6_report	0.00425	0.000452	0.00541
cells in the mapped netlist, drive strengths merged:
library cell / number / area, um^2
nand2: 28 / 105
and2: 3 / 18.8
or2: 2 / 12.5
nor2: 232 / 871
inv: 1 / 3.75
nand2b: 6 / 37.5
or3: 1 / 6.26
nor2b: 7 / 43.8
nand4: 8 / 50.1
nand3: 13 / 65.1
edfxtp: 2048 / 61500
a22oi: 256 / 1920
a21oi: 128 / 641
buf: 87 / 552
o41ai: 32 / 280
clkbuf: 145 / 544
nor3: 30 / 150
mux4: 512 / 11500
cell families after synthesis:
family	synth area share [%]
DFF	78.5
muxes	14.7
AOI/OAI and AO/OA	3.63
and+or+nand+nor	1.74
buffers and inverters	1.40
worst max-delay path, delay by kind of cell:
kind	cells	cell delay [ns]
buf+inv	6	2.87
compound gates	3	1.59
mux	1	0.60
simple gates	1	0.33
path summary, 6_finish.rpt:
path                            endpoint        from  cells past startpoint  slack (ns)
hold / removal    memory[9][6]$_DFFE_PP_  data_in[6]                      1        3.12
setup / recovery             data_out[0]  address[0]                     11        4.78
layout make-up:
class                   count  area, um^2  share of cell area [%]
clock buffers             247        5290                    5.89
multi-input cells        1258       15800                    17.6
clock inverters           131        1260                    1.41
flip-flops and latches   2048       61500                    68.5
well taps                3402        4260                    4.74
inverters                   1        3.75                 0.00418
repair buffers            199        1720                    1.91
diodes                      1        2.50                 0.00279
layer usage:
metal	routed length, um	track usage (%)	part of all wire [%]	vias to the layer above
met4	5830	3.81	3.1	6
li1	-	-	-	15428
met3	28600	11.2	15	314
met5	68	0.256	0.036	-
met1	64500	17.9	34	18971
met2	90500	23.6	48	2154
Power is estimated from default activity; no workload was simulated.
